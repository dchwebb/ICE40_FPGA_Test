### /design/flow/run.sh
#!/bin/bash
# OpenROAD 26Q1-2900-gdf79404cd8, Yosys 0.63+post, stock flow scripts
make -C /OpenROAD-flow-scripts/flow DESIGN_CONFIG=/design/flow/config.mk WORK_HOME=/design/flow/orfs finish
### /design/flow/design.v
module DAC_SPI_Out
	#(parameter CLOCK_COUNT = 4'd5)			 
	(
		input wire i_Clock,
		input wire i_Reset,
		input wire [23:0] i_Data,
		input wire i_Send,
		output reg o_SPI_CS,
		output wire o_SPI_Clock,
		output reg o_SPI_Data,
		output reg o_Ready,
		output reg testdac
	);
	reg [0:23] r_Data_To_Send;
	reg [4:0] Current_Bit = 1'b0;
	reg Clock_Counter = 1'b0;
	reg [4:0] SM_DAC_Out = 4'd0;
	localparam sm_idle = 4'b0001;
	localparam sm_sending = 4'b0010;
	localparam sm_sent = 4'b0100;
	localparam sm_cs_pulse = 4'b1000;
	reg init = 1'b0;
	assign o_SPI_Clock = SM_DAC_Out == sm_idle || SM_DAC_Out == sm_cs_pulse || Current_Bit == 1'b0 ? 1'b1 : ~Clock_Counter;
	always @(posedge i_Clock) begin
		if (i_Reset) begin
			o_SPI_CS <= 1'b1;
			o_SPI_Data <= 1'b0;
			Clock_Counter <= 1'b0;
			o_Ready <= 1'b1;
			SM_DAC_Out <= sm_idle;
			init <= 1'b1;
		end
		else begin		 
			Clock_Counter <= ~Clock_Counter;
			if (i_Send) begin
				o_Ready <= 1'b0;
			end
			if (Clock_Counter) begin
				case (SM_DAC_Out)
					sm_idle:
						begin
							testdac <= ~testdac;
							o_Ready <= 1'b1;
							if (i_Send) begin
								o_Ready <= 1'b0;
								o_SPI_CS <= 1'b0;
								r_Data_To_Send <= i_Data;
								Current_Bit <= 1'b0;
								SM_DAC_Out <= sm_sending;
							end
						end
					sm_sending:
						begin
							if (Current_Bit == 23)
								SM_DAC_Out <= sm_sent;
							o_SPI_Data <= r_Data_To_Send[Current_Bit];
							Current_Bit <= Current_Bit + 1'b1;
						end
					sm_sent:
						begin
							o_SPI_CS <= 1'b1;
							o_SPI_Data <= 1'b0;
							SM_DAC_Out <= sm_cs_pulse;
						end
					sm_cs_pulse:
						begin
							o_Ready <= 1'b1;
							SM_DAC_Out <= sm_idle;
						end
					default:
						SM_DAC_Out <= sm_idle;
				endcase
			end
		end
	end
endmodule
### /design/flow/config.mk
export PLATFORM = sky130hd
export DESIGN_NAME = DAC_SPI_Out
export DESIGN_NICKNAME = DAC_SPI_Out
export VERILOG_FILES = /design/flow/design.v
export SDC_FILE = /design/flow/constraint.sdc
export NUM_CORES = 4
export LEC_CHECK = 1
export CORE_UTILIZATION = 40
### /design/flow/constraint.sdc
current_design DAC_SPI_Out

set clk_period 4.5
set clk_io_pct 0.2

create_clock -name clk0 -period $clk_period [get_ports {i_Clock}]

set non_clock_inputs [all_inputs -no_clocks]
set_input_delay [expr $clk_period * $clk_io_pct] -clock clk0 $non_clock_inputs
set_output_delay [expr $clk_period * $clk_io_pct] -clock clk0 [all_outputs]
==> flow_metrics.env <==
# implementation run metrics
export IMPL_core_um2=4000
export IMPL_mux_area_frac=0.114
export IMPL_logic_area_um2=549
export IMPL_num_vias=1015
export IMPL_fin_area_um2=2110
export IMPL_wl_per_cell_um=13.4
export IMPL_yosys_area_top_type="edfxtp_1"
export IMPL_top_cells_by_area="edfxtp_1 54%, dfxtp_1 9.6%, mux4_1 9.5%, ha_1 3.0%, nor2_1 2.3%"
export IMPL_first_pass_iters=4
export IMPL_area_delta_synth_final_pct=26.8
export IMPL_crit_path_start_kind="flop"
export IMPL_power_total_uw=692
export IMPL_finalSetupViolCount=0
export IMPL_async_reset_ff_frac=0
export IMPL_fin_skew_ps=5.31
export IMPL_flop_area_um2=1060
export IMPL_port_buffer_count=31
export IMPL_fmax_mhz=327
export IMPL_ys_ff=38
export IMPL_period_minus_slack_ps=3060
export IMPL_viasPerCell=5.15
export IMPL_grt_max_degree=25
export IMPL_tool_warnings=27
export IMPL_clk_path_buf_depth=2
export IMPL_layout_drive_gt1_share=0.0884
export IMPL_clock_sinks=38
export IMPL_antenna_found_initial=0
export IMPL_drtIter0Drc=62
export IMPL_num_rows=23
export IMPL_insertion_delay_ps=280
export IMPL_grt_pass1_wl_um=4550
export IMPL_clk_pin_slew_ps=70
export IMPL_nFillCells=319
export IMPL_cp_max_fo=11
export IMPL_outcome="completed"
export IMPL_p_leak_nw=0.743
export IMPL_p_per_area_nw_per_um2=328
export IMPL_finalMaxSlewViolations=0
export IMPL_crit_arrival_ps=2160
export IMPL_wl_um=2630
export IMPL_ys_seq_frac=0.639
export IMPL_place_area_um2=2020
export IMPL_simple_gate_area_frac=0.104
export IMPL_setup_tns_final_ps=0
export IMPL_synthCells=112
export IMPL_place_congestion=0.877
export IMPL_ir_worst_vdd_mv=0.207
export IMPL_ff_type="edfxtp_1"
export IMPL_netlist_area_um2=1660
export IMPL_worst_ep_required_time_ps=3600
export IMPL_hp_class="flop to flop"
export IMPL_synth_comb_largest_family="multiplexers"
export IMPL_dpl_worst_slack_ps=1730
export IMPL_cts_resized=0
export IMPL_lay_top_count="clkdlybuf4s50_1"
export IMPL_synthXorXnorAreaFrac=0.0158
export IMPL_antenna_cells=0
export IMPL_tightest_slew_ps=473
export IMPL_worstSetupEndpointType="output pin"
export IMPL_drc_errors=0
export IMPL_grtUsageTotal=0.149
export IMPL_post_cts_setup_buffer_count=0
export IMPL_hold_viol=0
export IMPL_setup_ws_ps=1440
export IMPL_die_w_um=66.5
export IMPL_aoi_share=0.0648
export IMPL_h_tree_depth=2
export IMPL_dieArea_um2=4420
export IMPL_critical_path_class="flop to output pin"
export IMPL_ys_area_um2=1660
export IMPL_maxCapViolCount=0
export IMPL_rsz0062_at_grt="false"
export IMPL_top_cell_area_share=0.542
export IMPL_finalCritPeriodShare=0.679
export IMPL_avgSynthCellArea_um2=14.8
export IMPL_synth_warnings=1
export IMPL_ant_nets=0
export IMPL_io_pins=32
export IMPL_final_layout_top_logic_cells="31 x clkdlybuf4s50_1, 30 x edfxtp_1, 9 x nor2_1, 8 x dfxtp_1, 7 x inv_1"
export IMPL_synth_cell_types=35
export IMPL_ys_sh_adder=0.0301
export IMPL_ys_cells=112
export IMPL_overflow=0
export IMPL_hpwl_um=1870
export IMPL_slew_headroom=0.680
export IMPL_grt_pass1_vias=1030
export IMPL_die_y_um=66.5
export IMPL_cts_hold_buf=0
export IMPL_root_buffer="clkbuf_8"
export IMPL_cts_made_buffers=5
export IMPL_cts_tree="built"
export IMPL_edf_count=30
export IMPL_fp_util=0.415
==> cell usage after synthesis (2+ instances only) <==
master	number
edfxtp_1	30
nor2_1	10
dfxtp_1	8
inv_1	7
a21oi_1	6
mux4_1	6
ha_1	4
nand3_1	4
clkbuf_1	3
nand2_1	3
nor4b_1	3
nand2b_1	2
o21ai_0	2
or4_1	2
xnor2_1	2
==> cells by family after synthesis <==
family                   count (synthesis)
buffers and inverters                   12
XOR/XNOR                                 3
multiplexers                             8
AND/OR/NAND/NOR                         31
AND-OR/OR-AND                           16
flip-flops                              38
adder cells (fa/ha/maj)                  4
==> power breakdown <==
group	total (mW)	switching [mW]	internal, mW
Clock	0.229	0.121	0.109
Combinational	0.0610	0.0209	0.0402
Sequential	0.402	0.0106	0.391
Total	0.692	0.152	0.540
==> through the flow <==
step                utilization  hold WS (ps)  cells
finish                    0.527           476    197
global placement          0.504           473    189
CTS                       0.527           479    197
global route              0.527           512    197
detailed placement        0.504           468    189
floorplan                     -           416    112
==> state kept, by name (all words and copies together), names as in the netlist <==
signal and cells:
r_Data_To_Send 24, Current_Bit 5, SM_DAC_Out 4, Clock_Counter 1, o_Ready 1, o_SPI_CS 1, o_SPI_Data 1, testdac 1
==> worst paths after layout <==
kind | start | to | slack, ps | cells after the start
setup / recovery | Current_Bit[0]$_SDFFCE_PP0P_ | o_SPI_Clock | 1440 | 5
hold / removal | o_SPI_CS$_SDFFE_PP1P_ | o_SPI_CS$_SDFFE_PP1P_ | 480 | 2
setup reg to reg | Current_Bit[0]$_SDFFCE_PP0P_ | o_SPI_Data$_SDFFE_PP0P_ | 2390 | 4
hold reg to reg | o_SPI_CS$_SDFFE_PP1P_ | o_SPI_CS$_SDFFE_PP1P_ | 480 | 2
==> area by class of cell <==
class	instances	area share
clock buffer	5	0.0327
sequential	38	0.504
tap	50	0.0297
multi-input combinational	62	0.261
clock inverter	3	0.0101
inverter	7	0.0125
timing repair buffer	32	0.151
==> layer usage <==
layer / track usage / up-vias / share of wire / routed length [µm]
met2: 0.227 / 30 / 0.45 / 1190
met5: 0 / - / 0 / 0
met3: 0.0417 / 6 / 0.053 / 139
met1: 0.239 / 478 / 0.48 / 1250
li1: - / 501 / - / -
met4: 0.0239 / 0 / 0.021 / 54
==> critical path: stages (launching register included) <==
cell	delay (ps)
edfxtp_1	630
inv_1	90
ha_1	200
nor4b_1	140
or4_1	400
clkdlybuf4s50_1	410
Power and IR drop assume default switching activity.
